### ./run.sh
#!/bin/bash
# OpenROAD 26Q1-2900-gdf79404cd8, Yosys 0.63+post, stock flow scripts
make -C /OpenROAD-flow-scripts/flow DESIGN_CONFIG=/design/flow/config.mk WORK_HOME=/design/flow/orfs finish
### ./constraint.sdc
current_design cpu_top

set clk_period 4.2
set clk_io_pct 0.2

create_clock -name clk0 -period $clk_period [get_ports {clk}]

set non_clock_inputs [all_inputs -no_clocks]
set_input_delay [expr $clk_period * $clk_io_pct] -clock clk0 $non_clock_inputs
set_output_delay [expr $clk_period * $clk_io_pct] -clock clk0 [all_outputs]
### ./config.mk
export PLATFORM = sky130hd
export DESIGN_NAME = cpu_top
export DESIGN_NICKNAME = cpu_top
export VERILOG_FILES = /design/flow/design.v
export SDC_FILE = /design/flow/constraint.sdc
export NUM_CORES = 4
export LEC_CHECK = 1
export CORE_UTILIZATION = 30
### ./design.v
module accumulator (
    input wire clk,            
    input wire rst,            
    input wire ld_ac,          
    input wire [7:0] data_in,  
    output reg [7:0] acc_out   
);
    always @(posedge clk or posedge rst) begin
        if (rst) begin
            acc_out <= 8'h00;
        end else if (ld_ac) begin
            acc_out <= data_in;
        end
    end
endmodule 
module address_mux #(
    parameter ADDR_WIDTH = 5   
)(
    input wire sel,                        
    input wire [ADDR_WIDTH-1:0] pc_addr,   
    input wire [ADDR_WIDTH-1:0] op_addr,   
    output wire [ADDR_WIDTH-1:0] mem_addr  
);
    assign mem_addr = sel ? pc_addr : op_addr;
endmodule 
module alu (
    input wire [7:0] in_a,        
    input wire [7:0] in_b,        
    input wire [2:0] opcode,      
    output reg [7:0] alu_out,     
    output wire is_zero           
);
    localparam [2:0] 
        HLT = 3'b000,   
        SKZ = 3'b001,   
        ADD = 3'b010,   
        AND = 3'b011,   
        XOR = 3'b100,   
        LDA = 3'b101,   
        STO = 3'b110,   
        JMP = 3'b111;   
    always @(*) begin
        case (opcode)
            HLT: alu_out = in_a;           
            SKZ: alu_out = in_a;           
            ADD: alu_out = in_a + in_b;    
            AND: alu_out = in_a & in_b;    
            XOR: alu_out = in_a ^ in_b;    
            LDA: alu_out = in_b;           
            STO: alu_out = in_a;           
            JMP: alu_out = in_a;           
            default: alu_out = 8'h00;
        endcase
    end
    assign is_zero = (in_a == 8'h00);
endmodule 
module controller (
    input wire clk,                
    input wire rst,                
    input wire [2:0] opcode,       
    input wire zero,               
    output reg sel,                
    output reg rd,                 
    output reg ld_ir,              
    output reg halt,               
    output reg inc_pc,             
    output reg ld_ac,              
    output reg ld_pc,              
    output reg wr,                 
    output reg data_e              
);
    localparam [2:0]
        INST_ADDR  = 3'b000,   
        INST_FETCH = 3'b001,   
        INST_LOAD  = 3'b010,   
        IDLE       = 3'b011,   
        OP_ADDR    = 3'b100,   
        OP_FETCH   = 3'b101,   
        ALU_OP     = 3'b110,   
        STORE      = 3'b111;   
    localparam [2:0] 
        HLT = 3'b000,   
        SKZ = 3'b001,   
        ADD = 3'b010,   
        AND = 3'b011,   
        XOR = 3'b100,   
        LDA = 3'b101,   
        STO = 3'b110,   
        JMP = 3'b111;   
    reg [2:0] current_state, next_state;
    always @(posedge clk or posedge rst) begin
        if (rst)
            current_state <= INST_ADDR;   
        else
            current_state <= next_state;   
    end
    always @(*) begin
        case (current_state)
            INST_ADDR:  next_state = INST_FETCH;
            INST_FETCH: next_state = INST_LOAD;
            INST_LOAD:  next_state = IDLE;
            IDLE:       next_state = OP_ADDR;
            OP_ADDR:    next_state = OP_FETCH;
            OP_FETCH:   next_state = ALU_OP;
            ALU_OP:     next_state = STORE;
            STORE:      next_state = INST_ADDR;
            default:    next_state = INST_ADDR;
        endcase
    end
    always @(*) begin
        sel = 0;
        rd = 0;
        ld_ir = 0;
        halt = 0;
        inc_pc = 0;
        ld_ac = 0;
        ld_pc = 0;
        wr = 0;
        data_e = 0;
        case (current_state)
            INST_ADDR: begin
                sel = 1;   
            end
            INST_FETCH: begin
                sel = 1;   
                rd = 1;    
            end
            INST_LOAD: begin
                sel = 1;      
                rd = 1;       
                ld_ir = 1;    
            end
            IDLE: begin
                sel = 1;      
                ld_ir = 1;    
            end
            OP_ADDR: begin
                sel = 0;      
                halt = (opcode == HLT);
                inc_pc = 1;
            end
            OP_FETCH: begin
                sel = 0;      
                rd = (opcode == ADD || opcode == AND || opcode == XOR || opcode == LDA);
            end
            ALU_OP: begin
                sel = 0;      
                rd = (opcode == ADD || opcode == AND || opcode == XOR || opcode == LDA);
                inc_pc = (opcode == SKZ && zero);
                data_e = (opcode == STO);
                ld_pc = (opcode == JMP);
            end
            STORE: begin
                sel = 0;      
                rd = (opcode == ADD || opcode == AND || opcode == XOR || opcode == LDA);
                ld_ac = (opcode == ADD || opcode == AND || opcode == XOR || opcode == LDA);
                ld_pc = (opcode == JMP);
                wr = (opcode == STO);
                data_e = (opcode == STO);
            end
            default: begin
                sel = 1;
            end
        endcase
    end
endmodule 
module cpu_top (
    input wire clk,           
    input wire rst,           
    output wire halt          
);
    wire [4:0] pc_out;            
    wire [4:0] mem_addr;          
    wire [7:0] mem_data_out;      
    wire [7:0] mem_data_in;       
    wire [7:0] ir_out;            
    wire [7:0] acc_out;           
    wire [7:0] alu_out;           
    wire sel;                     
    wire rd;                      
    wire ld_ir;                   
    wire inc_pc;                  
    wire ld_ac;                   
    wire ld_pc;                   
    wire wr;                      
    wire data_e;                  
    wire is_zero;                 
    wire [2:0] opcode;            
    wire [4:0] operand;           
    assign opcode = ir_out[7:5];
    assign operand = ir_out[4:0];
    assign mem_data_in = data_e ? acc_out : 8'h00;
    program_counter pc (
        .clk(clk),
        .rst(rst),
        .ld_pc(ld_pc),
        .inc_pc(inc_pc),
        .pc_in(operand),
        .pc_out(pc_out)
    );
    address_mux addr_mux (
        .sel(sel),
        .pc_addr(pc_out),
        .op_addr(operand),
        .mem_addr(mem_addr)
    );
    memory mem (
        .clk(clk),
        .rst(rst),
        .rd(rd),
        .wr(wr),
        .addr(mem_addr),
        .data_in(mem_data_in),
        .data_out(mem_data_out)
    );
    instruction_reg ir (
        .clk(clk),
        .rst(rst),
        .ld_ir(ld_ir),
        .data_in(mem_data_out),
        .ir_out(ir_out)
    );
    accumulator acc (
        .clk(clk),
        .rst(rst),
        .ld_ac(ld_ac),
        .data_in(alu_out),
        .acc_out(acc_out)
    );
    alu alu_inst (
        .in_a(acc_out),
        .in_b(mem_data_out),
        .opcode(opcode),
        .alu_out(alu_out),
        .is_zero(is_zero)
    );
    controller ctrl (
        .clk(clk),
        .rst(rst),
        .opcode(opcode),
        .zero(is_zero),
        .sel(sel),
        .rd(rd),
        .ld_ir(ld_ir),
        .halt(halt),
        .inc_pc(inc_pc),
        .ld_ac(ld_ac),
        .ld_pc(ld_pc),
        .wr(wr),
        .data_e(data_e)
    );
endmodule 
module instruction_reg (
    input wire clk,            
    input wire rst,            
    input wire ld_ir,          
    input wire [7:0] data_in,  
    output reg [7:0] ir_out    
);
    always @(posedge clk or posedge rst) begin
        if (rst) begin
            ir_out <= 8'h00;
        end else if (ld_ir) begin
            ir_out <= data_in;
        end
    end
endmodule 
module memory (
    input wire clk,            
    input wire rst,            
    input wire rd,             
    input wire wr,             
    input wire [4:0] addr,     
    input wire [7:0] data_in,  
    output reg [7:0] data_out  
);
    reg [7:0] mem [0:31];
    integer i;
    always @(posedge clk or posedge rst) begin
        if (rst) begin
            for (i = 0; i < 32; i = i + 1) begin
                mem[i] <= 8'h00;
            end
            data_out <= 8'h00;
        end else begin
            if (rd) begin
                data_out <= mem[addr];
            end
            if (wr) begin
                mem[addr] <= data_in;
            end
        end
    end
endmodule 
module program_counter (
    input wire clk,           
    input wire rst,           
    input wire ld_pc,         
    input wire inc_pc,        
    input wire [4:0] pc_in,   
    output reg [4:0] pc_out   
);
    always @(posedge clk or posedge rst) begin
        if (rst) begin
            pc_out <= 5'b0;
        end else if (ld_pc) begin
            pc_out <= pc_in;
        end else if (inc_pc) begin
            pc_out <= pc_out + 5'b1;
        end
    end
endmodule 
==> flow_metrics.tcl <==
# collected from the flow reports
set metrics [dict create \
    status "completed" \
    worst-slew-pin-transition_ns 1.07 \
    insertion_delay_ns 0.58 \
    drt_pre_antenna_iters 6 \
    topCombFamilyByArea "AND-OR/OR-AND gates" \
    ys_ff 288 \
    hp-start "mem.mem[13][2]" \
    yosysWarnings 7 \
    synth_top_area_share_pct 53.6 \
    r2r-start "ctrl.current_state[0]" \
    finalHoldViolations 0 \
    grt_max_degree 126 \
    comb_area_um2 5730 \
    crit_chain "inv_1, ha_1, o41ai_4, buf_12, nand3_1, o31ai_2, buf_4, nor4_2, o21ai_2, nand2_1, nor4_1, a21oi_1" \
    drtIter0Drc 1153 \
    critPathRequiredTime_ns 4.62 \
    cts_sinks 288 \
    chipArea_um2 45700 \
    grt_pass1_vias 10800 \
    rsz0062_at_grt "no" \
    highest_layer "met5" \
    tool_warnings 35 \
    dieWidth_um 214 \
    lay_top_count "nand2_1" \
    die_y_um 214 \
    io_buffers 2 \
    wl_met2_mm 19.8 \
    antenna_found_initial 1 \
    core_region_area_um2 44200 \
    layout.cells.non_filler 2040 \
    synthMuxAreaShare_pct 1.27 \
    cap_violations 0 \
    drt-met1-wl_mm 20.0 \
    peakVddDrop_mv 0.263 \
    grt_use_total_pct 21.8 \
    critPathLaunchType "register" \
    viasPerCell 5.41 \
    wl_per_cell_um 22.6 \
    path_class "register to register" \
    grt_pass1_wl_mm 70.8 \
    compound_area_share_pct 23.2 \
    cts_tree "yes" \
    drc 0 \
    slowest_delay_ns 0.73 \
    adder_share_pct 1.51 \
    crit_slowest_cell "nor4_1" \
    areaGrowthSynthToFinish_pct 13.8 \
    met3_length_mm 4.52 \
    p_seq_share_pct 49.6 \
    numCtsBuffers 30 \
    placed_cells 1983 \
    p_total_mw 5.60 \
    ys_chip_area_um2 13400 \
    hold_class "register to register" \
    drt-total-wl_mm 46.1 \
    dpl.hpwl_mm 32.0 \
    io_pins 3 \
    p_leak_nw 6.39 \
    critPathTopFamily "simple AND/OR/NAND/NOR gates" \
    synthCells 1427 \
    fmax_mhz 253 \
    final_area_um2 15300 \
    ys_sh_simple_pct 15.9 \
    relSlewSlack_pct 27.9 \
    p_int_mw 4.40 \
    p_sw_share_pct 21.3 \
    end_kind "register" \
    ys_sh_xor_pct 0.652 \
    area.sequential_um2 7210 \
    p_comb_share_pct 1.1 \
    crit_path_max_fanout 78 \
    grt-ovfl-total 0 \
    htreeDepth 1 \
    finalClockPeriodUsage_pct 94.0 \
    routabilityCongestion 1.02 \
    vias 11000 \
    p_switching_mw 1.19 \
    clock_path_buffers 3 \
    synth_area_per_cell_um2 9.42 \
    ant_nets 0 \
    drive_gt1_share_pct 10.8 \
    path_buffers 3 \
    finClkSkew_ns 0.0226 \
    ys_types 64 \
    n_fill_cell 4404 \
    fp_util_pct 30.4 \
    root_buffer "clkbuf_16" \
    num_rows 77 \
    period_minus_slack_ns 3.95 \
    drv_slew 0 \
    clkSlewWorstSetupHoldPaths_ns 0.06 \
    clkPwrFrac_pct 49.4 \
    setup_viol 0 \
    synthArstFlopShare_pct 100 \
    lay_top_cells "nand2_1, dfrtp_1, o21ai_0" \
    yosysTopAreaCell "dfrtp_1" \
    yosys_cells 1427 \
    ys.flop_type "dfrtp_1" \
    area_leaders "dfrtp_1, o21ai_0, nand2_1, a22oi_1, clkbuf_1" \
    powerDensity_nw_per_um2 366 \
    syn_area_um2 13400 \
    crit_arrival_ns 4.37 \
    ys_seq_share_pct 53.6 \
    synth-edff-count 0 \
    post_cts_buffers 0 \
    critical_path.startpoint "ctrl.current_state[0]" \
    place_area_um2 14300 \
]
-- cell type report --
type / count / share of cell area (%)
flip-flops and latches: 288 / 47.1
multi-input cells: 1019 / 37.5
clock buffers: 43 / 5.68
well taps: 592 / 4.84
repair buffers: 62 / 3.32
clock inverters: 13 / 1.01
inverters: 22 / 0.564
diodes: 1 / 0.0164
-- what timing repair did --
action | 4_1_cts | 5_1_grt
hold endpoints to repair | 0 | 0
hold buffers | 0 | 0
gates resized | 0 | 1
setup endpoints to repair | 0 | 1
-- registers in the layout (all words and copies together), names as in the netlist --
signal / count
mem.mem: 256
acc.acc_out: 8
ir.ir_out: 8
mem.data_out: 8
pc.pc_out: 5
ctrl.current_state: 3
-- worst min-delay path: stages (launching register included) --
cell and delay [ns]:
dfrtp_1 0.34, nand2_1 0.05, o21ai_0 0.06
-- path summary, 6_finish.rpt --
path,end,slack (ns),cells after the start
min reg2reg,mem.mem[13][2],0.48,2
min in group asynchronous,mem.mem[11][4],0.72,2
max reg2reg,mem.data_out[2],0.25,12
max,mem.data_out[2],0.25,12
max in group asynchronous,mem.mem[28][6],2.40,3
min,mem.mem[13][2],0.48,2
-- cell usage after synthesis (6+ instances only) --
cell type  instances
nand2_1          326
dfrtp_1          288
o21ai_0          275
a22oi_1           83
clkbuf_1          79
nand3_1           52
a21oi_1           29
nor2_1            23
inv_1             22
a22o_1            20
o31ai_2           19
nand4_1           18
a221oi_1          14
nor3_1            14
ha_1              13
o31ai_1           13
o21ai_1            9
mux2_2             8
mux2i_1            8
and3_1             7
buf_6              6
nand2b_1           6
nor4_1             6
or3_1              6
xnor2_1            6
-- kinds of logic (layout without fill, tap and decap cells) --
group,Yosys count,in the layout
adders and majority gates,16,16
buffers and inverters,120,140
and+or+nand+nor,488,488
xor gates and xnor gates,10,10
DFF,288,288
other,0,1
muxes,16,16
AOI/OAI and AO/OA,489,489
-- routing by layer --
metal | global-route usage, % | vias to the layer above
li1 | - | 5116
met5 | 0.862 | -
met3 | 7.36 | 87
met1 | 32.3 | 5386
met4 | 6.80 | 2
met2 | 30.7 | 448
-- stage by stage --
step                      setup slack (ns)  hold slack (ns)  util (%)  TNS [ns]
after floorplan                     -0.459            0.442         -   -132.25
after global placement               0.368            0.458      32.3         0
after detailed placement             0.382            0.466      32.3         0
after CTS                            0.349            0.484      34.6         0
after global routing                0.0787            0.503      34.6         0
final                                0.253            0.482      34.6         0
-- power by group through the flow --
stage	combinational [mW]	clock (mW)	sequential [mW]
finish	0.0603	2.76	2.77
global route	0.0726	2.90	2.77
CTS	0.0652	2.80	2.77
Power is estimated from default activity; no workload was simulated.
